==> /design/flow/design.v <==
`timescale 1ns / 1ps
module ov7670_capture(
input pclk,
input vsync,
input href,
input[7:0] d,
output[16:0] addr,
output reg[7:0] dout,
output reg we
    );
    reg [15:0] d_latch;
    reg [16:0] address;
    reg [16:0] address_next;  
     reg [1:0] wr_hold;    
     reg [1:0] cnt;
  initial d_latch = 16'b0;
   initial address = 19'b0;
   initial address_next = 19'b0;
    initial wr_hold = 2'b0;   
    initial cnt = 2'b0;        
assign addr =    address;
always@(posedge pclk)begin 
 if( vsync ==1) begin
           address <=17'b0;
           address_next <= 17'b0;
           wr_hold <=  2'b0;
           cnt <=  2'b0;
           end
        else begin
           if(address<76800)   
             address <= address_next;
           else
             address <= 76800;
			we		 <= wr_hold[1];
			wr_hold  <= {wr_hold[0] , (href &&( ! wr_hold[0]))  };
			d_latch  <= {d_latch[7:0] , d};
			if (wr_hold[1] == 1)
			begin
				address_next <= address_next + 1;
				dout[7:0] = d_latch[15:8];
			end
        end;
 end
endmodule
==> /design/flow/run.sh <==
#!/bin/bash
# OpenROAD 26Q1-2900-gdf79404cd8, Yosys 0.63+post, stock flow scripts
make -C /OpenROAD-flow-scripts/flow DESIGN_CONFIG=/design/flow/config.mk WORK_HOME=/design/flow/orfs finish
==> /design/flow/config.mk <==
export PLATFORM = sky130hd
export DESIGN_NAME = ov7670_capture
export DESIGN_NICKNAME = ov7670_capture
export VERILOG_FILES = /design/flow/design.v
export SDC_FILE = /design/flow/constraint.sdc
export NUM_CORES = 4
export LEC_CHECK = 1
export CORE_UTILIZATION = 30
==> /design/flow/constraint.sdc <==
current_design ov7670_capture

set clk_period 2.5
set clk_io_pct 0.2

create_clock -name clk0 -period $clk_period [get_ports {pclk}]

set non_clock_inputs [all_inputs -no_clocks]
set_input_delay [expr $clk_period * $clk_io_pct] -clock clk0 $non_clock_inputs
set_output_delay [expr $clk_period * $clk_io_pct] -clock clk0 [all_outputs]
==> metrics.cfg <==
[clock_tree]
clock_latency_ps = 320
cts_tree = built
post_cts_buffers = 0
cts_buffer_depth = 2
clock_sinks = 61
htreeDepth = 3
cts_hold_buf = 0
clk_pin_slew_ps = 60
cts_buffers = 9
cts-resized-gates = 0
cts_root_buf = clkbuf_8

[flow_run]
warnings = 25
max_cap_viol_count = 0

[final_layout]
synthToLayoutAreaGrowth_pct = 33.25
layout-drive-gt1-share = 0.1209
logic_area_um2 = 590.6
fillerInstances = 629
fin_cells = 311
register_area_um2 = 1471

[power]
p_leak_nw = 1.001
p_sw_frac = 0.1805
intPower_mw = 1.699
pwr-share-seq = 0.518
clkPwrFrac = 0.460
p_switching_mw = 0.3742
combPwrFrac = 0.022
ir_drop_v = 0.0002741
power_density_nw_per_um2 = 735.6

[timing]
setup_viol = 0
finalCritPeriodShare = 0.7010
tightest_slew_ps = 512.1
finalSetupTns_ps = 0
fin_ws_ps = 747.5
fin_crit_ps = 1753
relSlewSlack = 0.6586
fin_skew_ps = 3.623
hold_viol = 0
fmax_ghz = 0.5706
slew_violations = 0
rsz0062_at_grt = false

[floorplanning]
dieArea_um2 = 7388
rows = 30
top_level_ports = 37
initCoreUtil = 0.3112
coreArea_um2 = 6794
die_w_um = 85.96
die_y_um = 85.96

[routing]
drt_iter0_markers = 100
drc_errors = 0
num_vias = 1283
insertedDiodeCount = 0
routedWlPerCell_um = 10.83
vias_per_cell = 4.125
ant_nets = 0
drt-pass1-iter-count = 4
wl_um = 3369

[grt]
grtUsageMet3 = 0.02539
overflow = 0
grt_pass1_wl_um = 5733
antenna_found_initial = 0
grt_pass1_vias = 1182
grt_max_degree = 19
met2_usage = 0.1501
grt.met1_usage = 0.1597
track_usage = 0.1024
grt.busiest_layer = met1

[yosys]
synth_flops = 61
ys_cells = 165
avgSynthCellArea_um2 = 12.82
ys_chip_area_um2 = 2115
yosysWarnings = 1
synth.cell_area_um2 = 2115
synth_cells = 165
synth_seq_share = 0.6959
synth.distinct_cells = 34

[setup_path]
r2r_slack_ps = 860
crit_path_max_incr_delay_ps = 500
cp.arrival_ps = 1250
crit_buf_inv = 1
worst_path_max_delay_cell = clkdlybuf4s50_1
crit_type = reg -> out
cp.required_ps = 2000
startpoint_type = flop
worst-path-max-fanout = 5
cp-end-kind = primary output
worstPathCellList = clkdlybuf4s50_1
cp_top_family = buffers and inverters

[outcome]
status = finished, final reports clean

[placement]
gp_congestion = 0.7472
place_ws_ps = 597.2
io_buffers = 36
dp_cells = 295
dp.final_hpwl_um = 2276

[hold_path]
hold_path_class = reg -> reg

-- per-stage QoR --
stage | hold slack [ps] | area, um2 | power (mW) | utilization
after floorplan | 388.5 | 2115 | 1.112 | -
after global placement | 397.1 | 2587 | 1.141 | 0.3808
after detailed placement | 404.5 | 2587 | 1.142 | 0.3808
after CTS | 411.0 | 2818 | 2.101 | 0.4147
after global routing | 417.4 | 2818 | 2.157 | 0.4147
final | 406.8 | 2818 | 2.073 | 0.4147
-- layout by cell type (no fill, tap or decap), types with 3 or more instances in the layout --
master / n
a21oi_1: 7
nor3_1: 5
edfxtp_1: 25
buf_4: 3
clkdlybuf4s50_1: 36
nand4_1: 3
nand3_1: 5
and2_1: 13
clkbuf_8: 10
nand2_1: 7
nor2_1: 20
xor2_1: 4
inv_1: 6
xnor2_1: 7
dfxtp_1: 36
-- logic make-up (layout without fill, tap and decap cells) --
family                   count (synthesis)  in the layout  share of synthesized area
adder cells (fa/ha/maj)                  1              1                   0.005916
flip-flops                              61             61                     0.6959
AND-OR/OR-AND                           15             15                    0.04615
multiplexers                             2              2                    0.01183
buffers and inverters                   11             61                    0.02485
XOR/XNOR                                11             11                    0.04556
AND/OR/NAND/NOR                         64             64                     0.1698
-- power by group through the flow --
stage | registers [mW] | logic [mW] | clock network (mW)
finish | 1.07 | 0.0458 | 0.954
global route | 1.07 | 0.0508 | 1.03
CTS | 1.07 | 0.0467 | 0.981
-- flip-flops by register name (all words and copies together), names as in the netlist --
signal / count
address_next: 17
d_latch: 16
address: 17
wr_hold: 2
we: 1
dout: 8
-- cell type report --
cell class,instances,share of cell area
Clock buffer,14,0.06927
Clock inverter,2,0.01243
Inverter,6,0.007993
Multi-Input combinational cell,93,0.2096
Sequential cell,61,0.5222
Tap cell,96,0.04263
Timing Repair Buffer,39,0.1359
-- worst paths after layout --
| check | depth (start not counted) | from | end |
|---|---|---|---|
| hold reg to reg | 1 | wr_hold[0]$_SDFF_PP0_ | wr_hold[0]$_SDFF_PP0_ |
| setup reg to reg | 4 | wr_hold[1]$_SDFF_PP0_ | address_next[15]$_SDFFE_PP0P_ |
| hold / removal | 1 | wr_hold[0]$_SDFF_PP0_ | wr_hold[0]$_SDFF_PP0_ |
| setup / recovery | 1 | address[16]$_SDFF_PP0_ | addr[16] |
-- Yosys cell counts, drive strengths merged --
library cell  instances  share of area
buf                   2         0.0089
nor2                 21          0.038
mux2i                 1         0.0047
a211oi                1         0.0036
clkbuf                3         0.0053
ha                    1         0.0059
xor2                  4          0.017
or3                   1         0.0030
and2                 13          0.038
nor3                  6          0.017
xnor2                 7          0.029
mux2                  1         0.0071
nand3                 5          0.012
inv                   6          0.011
nand2                 7          0.012
nor4                  2          0.012
o21ai                 1         0.0024
nor2b                 2         0.0059
nor3b                 1         0.0036
a21oi                 8          0.021
a211o                 1         0.0041
and3                  1         0.0030
dfxtp                36           0.34
nand4                 5          0.025
a21o                  2         0.0071
edfxtp               25           0.36
a31o                  2         0.0083
-- layer usage --
layer  part of all wire  wire, um
met1               0.49      1656
met2               0.45      1525
met3              0.041       138
met4              0.015        49
met5                  0         0
Power is estimated from default activity; no workload was simulated.
