==> flow/design.v <==
`timescale 1ns / 1ps
module vga444(
input clk25,
output reg [1:0] vga_red,
output reg [2:0] vga_green,
output reg [1:0] vga_blue,
output reg vga_hsync,
output reg vga_vsync,
output [9:0] HCnt,
output [9:0] VCnt,
output [16:0] frame_addr,
input [7:0] frame_pixel
    );
      parameter hRez   = 640;
      parameter hStartSync   = 640+16;
      parameter hEndSync     = 640+16+96;
      parameter hMaxCount    = 800;
      parameter vRez         = 480;
      parameter vStartSync   = 480+10;
      parameter vEndSync     = 480+10+2;
      parameter vMaxCount    = 480+10+2+33;
    parameter hsync_active   =0;
    parameter vsync_active  = 0;
    reg[9:0] hCounter;
    reg[9:0] vCounter;    
    reg[16:0] address;  
    reg blank;
   initial   hCounter = 10'b0;
   initial   vCounter = 10'b0;  
   initial   address = 17'b0;   
   initial   blank = 1'b1;    
   assign frame_addr = address;
   assign HCnt = hCounter;
   assign VCnt = vCounter;
   always@(posedge clk25)begin
            if( hCounter == hMaxCount-1 )begin
   				hCounter <=  10'b0;
   				if (vCounter == vMaxCount-1 )
   					vCounter <=  10'b0;
   				else
   					vCounter <= vCounter+1;
   				end
   			else
   				hCounter <= hCounter+1;
   			if (blank ==0) begin
   				vga_red [1:0]   <= frame_pixel[7:6];
   				vga_green [2:0] <= frame_pixel[4:2];
   				vga_blue [1:0] <= frame_pixel[1:0];
   				end
   			else begin
   				vga_red [1:0]  <= 2'b0;
   				vga_green [2:0] <= 3'b0;
   				vga_blue [1:0] <= 3'b0;
   			     end;
   			if(  vCounter  >= 360 || vCounter  < 120) begin
   				address <= 17'b0; 
   				blank <= 1;
   				end
   			else begin
   				if ( hCounter  < 480 && hCounter  >= 160) begin
   					blank <= 0;
   					address <= address+1;
   					end
   				else
   					blank <= 1;
   				end;
   			if( hCounter > hStartSync && hCounter <= hEndSync)
   				vga_hsync <= hsync_active;
   			else
   				vga_hsync <= ~ hsync_active;
   			if( vCounter >= vStartSync && vCounter < vEndSync )
   				vga_vsync <= vsync_active;
   			else
   				vga_vsync <= ~ vsync_active;
   end 
endmodule
`timescale 1ns / 1ps
module vga_top (
        output [1:0] vga444_red,
        output [2:0] vga444_green,
        output [1:0] vga444_blue,
        output vga_hsync,
        output vga_vsync,
        output [18:0] frame_addr_out,
        input [7:0] frame_pixel_in,
        input clk25,
        input pic_sel_0,
        input pic_sel_1
    );
     wire [16:0] raw_frame_addr;
     assign frame_addr_out[16:0] = {pic_sel_1, pic_sel_0, raw_frame_addr};
     vga444   Inst_vga(
   		.clk25       (clk25),
        .vga_red    (vga444_red),
        .vga_green   (vga444_green),
        .vga_blue    (vga444_blue),
        .vga_hsync   (vga_hsync),
        .vga_vsync  (vga_vsync),
        .HCnt       (),
        .VCnt       (),
        .frame_pixel  (frame_pixel_in),
        .frame_addr   (raw_frame_addr)
);
endmodule
==> flow/run.sh <==
#!/bin/bash
# OpenROAD 26Q1-2900-gdf79404cd8, Yosys 0.63+post, stock flow scripts
make -C /OpenROAD-flow-scripts/flow DESIGN_CONFIG=/design/flow/config.mk WORK_HOME=/design/flow/orfs finish
==> flow/config.mk <==
export PLATFORM = sky130hd
export DESIGN_NAME = vga_top
export DESIGN_NICKNAME = vga_top
export VERILOG_FILES = /design/flow/design.v
export SDC_FILE = /design/flow/constraint.sdc
export NUM_CORES = 4
export LEC_CHECK = 1
export CORE_UTILIZATION = 50
==> flow/constraint.sdc <==
current_design vga_top

set clk_period 2.2
set clk_io_pct 0.2

create_clock -name clk0 -period $clk_period [get_ports {clk25}]

set non_clock_inputs [all_inputs -no_clocks]
set_input_delay [expr $clk_period * $clk_io_pct] -clock clk0 $non_clock_inputs
set_output_delay [expr $clk_period * $clk_io_pct] -clock clk0 [all_outputs]
==> run_results.csv <==
group,metric,value,unit
placed_design,place_congestion,0.862,
synthesis,topCellsByArea,"dfxtp_1, edfxtp_1, xnor2_1",
final_timing,fin_hold_ws,468,ps
final_timing,finalCriticalPeriod,1800,ps
clocking,cts.clk_slew.worst_paths,80,ps
die,ioPinCount,39,
global_routing,grt_max_degree,19,
placed_design,place_ws,439,ps
clocking,cts_tree,"done",
clocking,cts_made_buffers,5,
die,die_x,69.2,um
synthesis,top_cells_by_count,"dfxtp_1, nor2_1, a21oi_1",
synthesis,synthCells,221,
worst_setup_path,critPathLaunchType,"flop",
route,detail_route.iter0.violations,67,
final_timing,setup_violations,0,
synthesis,synth-async-reset-ratio,0,%
worst_setup_path,cp_max_fo,11,
die,coreArea,4350,um2
die,die_area,4790,um2
power_and_ir_drop,p_leak,1.03,nW
die,die_h,69.2,um
global_routing,grt_use_total,18.2,%
finish,final_util,62.8,%
final_timing,slew-limit-headroom,62.7,%
finish,drive_gt1_share,9.84,%
clocking,cts.repair.resized,0,
route,drc,0,
clocking,post_cts_buffers,0,
status,status,"finished, final reports clean",
final_timing,finalWorstSetupSlack,395,ps
synthesis,ys_area,2260,um2
min_path,hp-class,"reg2reg",
route,diodes,0,
worst_setup_path,r2r-start,"Inst_vga.hCounter[0]",
global_routing,gr-total-overflow,0,
clocking,clk_latency,290,ps
route,ant_nets,0,
final_timing,fin_skew,3.86,ps
power_and_ir_drop,peakVddDrop,0.000451,V
route,drt_pass1_iterations,4,
final_timing,tightest_slew,555,ps
global_routing,first_global_vias,1565,
placed_design,hpwl,2.74,mm
min_path,hp-start,"Inst_vga.hCounter[9]",
final_timing,fmax,554,MHz
route,vias,1683,
route,routedWlPerCell,13.2,um
final_timing,grt_setup_unrepaired,"no",
synthesis,ys_seq_elements,47,
power_and_ir_drop,powerDensity,605,nW/um2
placed_design,numPortBuffers,33,
flow_run,tool_warnings,31,
synthesis,synth_cell_types,49,
clocking,clkSinkCount,47,
synthesis,yosysMostFrequentCell,"dfxtp_1",
synthesis,ff_type,"dfxtp_1",
synthesis,ys_cells,221,
route,wl,4.03,mm
worst_setup_path,endpoint_kind,"flop",
final_timing,hold_viol,0,
final_timing,final.setup.tns,0,ps
finish,syn_to_final_growth,21.0,%
synthesis,yosysWarningCount,3,
synthesis,synth_top_area_share,32.8,%
synthesis,synth_area_leader_cell,"dfxtp_1",
die,initCoreUtil,51.9,%
global_routing,grt_pass1_wl,7.02,mm
global_routing,antenna_found_initial,0,
clocking,cts_root_buf,"clkbuf_8",
synthesis,edf_count,10,
clocking,cts-hold-fix-buffers,0,
clocking,clk_path_buf_depth,2,
final_timing,period_used_share,82.0,%
die,placementRows,24,
synthesis,synth_seq_share,46.1,%
worst_setup_path,arrival,1810,ps
clocking,htreeDepth,2,
worst_setup_path,cp.required,2200,ps
worst_setup_path,worst-setup-path-type,"reg2reg",
synthesis,netlist_area,2260,um2
synthesis,synth.avg_cell_area,10.2,um2
power_and_ir_drop,total_power,0.00165,W
final_timing,final-max-slew-violation-count,0,
flow_run,max_cap_violations,0,
worst_setup_path,critPathLaunch,"Inst_vga.hCounter[0]",
route,viasPerCell,5.50,
[flip-flops by register name (all words and copies together) (netlist names)]
signal and count:
Inst_vga.vga_green 3, Inst_vga.vga_red 2, Inst_vga.address 17, Inst_vga.blank 1
Inst_vga.vga_hsync 1, Inst_vga.vga_vsync 1, Inst_vga.vCounter 10, Inst_vga.hCounter 10
Inst_vga.vga_blue 2
[layer usage]
layer / GRT usage, % / up-vias / wire length [um]
li1: - / 866 / -
met1: 28.0 / 765 / 2010
met2: 28.6 / 47 / 1770
met3: 3.98 / 5 / 192
met4: 1.81 / 0 / 48
met5: 0 / - / 0
[cell usage in the layout, fill, tap and decap left out, types with 3 or more instances in the layout]
master,Yosys,layout
clkdlybuf4s50_1,0,33
xnor2_1,11,11
nor2b_1,9,9
nor2_1,18,18
and3_1,3,3
o21ai_0,5,5
or4b_1,5,5
clkbuf_8,0,5
nand2_1,11,11
nand4_1,6,6
nand3_1,9,9
o41ai_1,4,4
or4_1,3,3
xor2_1,7,7
a21oi_1,13,13
o31ai_1,5,5
or3_1,5,5
inv_1,9,9
and4_1,3,3
ha_1,5,5
edfxtp_1,10,10
dfxtp_1,37,37
[per-stage QoR]
stage	area (um2)	std cells
finish	2740	306
global route	2740	306
CTS	2740	306
detailed placement	2600	298
global placement	2600	298
floorplan	2260	222
[cell families after synthesis]
group,Yosys count,synth area share [%]
AND/OR/NAND/NOR,89,24.5
flip-flops,47,46.1
AND-OR/OR-AND,39,13.8
buffers and inverters,20,4.82
XOR/XNOR,18,6.98
adder cells (fa/ha/maj),5,2.77
multiplexers,2,0.886
other,1,0.166
[power breakdown]
| part | switching (W) | total (W) | internal [W] |
|---|---|---|---|
| clock network | 0.000278 | 0.000744 | 0.000466 |
| registers | 0.00000137 | 0.000883 | 0.000882 |
| logic | 0.00000282 | 0.0000267 | 0.0000239 |
[worst paths after layout]
path | cells past startpoint | endpoint | slack [ps]
worst min-delay path | 1 | Inst_vga.vga_hsync | 470
worst min register to register | 1 | Inst_vga.vga_hsync | 470
worst max-delay path | 4 | Inst_vga.vCounter[9] | 400
worst max register to register | 4 | Inst_vga.vCounter[9] | 400
[worst max-delay path, cell delays in order (launching register included)]
cell	delay (ps)
dfxtp_1	410
ha_1	230
and4_1	310
and4b_1	330
buf_4	240
[layout make-up]
type | instances | area, um2
clock buffer | 6 | 76.3
clock inverter | 2 | 60.1
multi-input combinational | 155 | 1110
inverter | 9 | 33.8
timing repair buffer | 35 | 345
fill | 313 | 1620
tap | 52 | 65.1
sequential | 47 | 1040
